`run.sh`:
```
#!/bin/bash
# OpenROAD 26Q1-2900-gdf79404cd8, Yosys 0.63+post, stock flow scripts
make -C /OpenROAD-flow-scripts/flow DESIGN_CONFIG=/design/flow/config.mk WORK_HOME=/design/flow/orfs finish
```
`config.mk`:
```
export PLATFORM = sky130hd
export DESIGN_NAME = Magic
export DESIGN_NICKNAME = Magic
export VERILOG_FILES = /design/flow/design.v
export SDC_FILE = /design/flow/constraint.sdc
export NUM_CORES = 4
export LEC_CHECK = 1
export CORE_AREA = 10 10 99 99
export DIE_AREA = 0 0 109 109
```
`constraint.sdc`:
```
current_design Magic

set clk_period 2.6
set clk_io_pct 0.2

create_clock -name clk0 -period $clk_period [get_ports {ADC_CLK_10}]

set non_clock_inputs [all_inputs -no_clocks]
set_input_delay [expr $clk_period * $clk_io_pct] -clock clk0 $non_clock_inputs
set_output_delay [expr $clk_period * $clk_io_pct] -clock clk0 [all_outputs]
```
`design.v`:
```
module Magic(ADC_CLK_10,leds);
input ADC_CLK_10;  
output reg [9:0]leds;
reg s = 0;
reg [16:0]  counter = 0;
reg [9:0] blink= 1;
always @(posedge ADC_CLK_10)
begin
	counter <= counter + 1;
	if ( counter == 16'b1111111111111111)
		begin
			counter <= 0;
			s <= ~s;
		end
end
reg [4:0] count = 0;
always @ (posedge s)
begin
	count <= count + 1;
	leds <= blink;
	if(count < 9)
	begin
		blink <= blink*2;
	end
	else
	begin
		blink <= blink/2;
	end
	if(count == 19)
	begin
		count <= 0;
		blink <=1;
	end
end
endmodule
```
==> flow_summary.yaml <==
# flow metrics
timing:
  fin_crit_sh: 0.8886
  period_needed_ps: 2310
  max_freq_ghz: 0.4328
  slew_violations: 0
  untimed_endpoints: 35
  rsz0062_at_grt: "false"
  unclocked_regs: 25
  tightestPinTransition_ps: 650.5
  max_slew_margin: 0.5663
  setup_viol: 0
  setup_tns_ps: 0
  finalClockSkew_ps: 3.059
  hold_viol: 0
synth:
  netlist_area_um2: 1580
  edf_count: 1
  syn_area_per_cell_um2: 10.54
  top_area_frac: 0.5321
  async_flop_share: 0
  synth-seq-area-share: 0.5511
  syn_inst: 150
  flop_cell: "dfxtp_1"
  ys_area_um2: 1580
  largest_area_cell: "dfxtp_1"
  synthDistinctLibCells: 31
  synth_flop_count: 43
  common_cells: "42 x dfxtp_1, 10 x nor2_1"
  synth.most_common_cell: "dfxtp_1"
  area_leaders: "dfxtp_1 53%, mux2i_1 5.1%, o2bb2ai_1 4.4%, a21oi_1 2.5%, o21ai_0 2.5%"
  yosysWarningCount: 1
  ys_cells: 150
setup_path:
  worst_ep_arrival_time_ps: 2450
  crit_slowest_cell: "dfxtp_1"
  path_cells: "ha_1 -> nand4_2 -> nor4_2 -> and3_1 -> ha_1 -> nor2b_1 -> mux2_1"
  cpPeakStageDelay_ps: 390
  r2r-end: "counter[13]"
  r2r_cells: 7
  r2r_start: "counter[0]"
  critPathRequiredTime_ps: 2740
  cp_max_fo: 12
  regToRegSetupSlack_ps: 290
  path_common_cell: "ha_1"
  worstSetupPathType: "flop to flop"
  endpoint_kind: "flop"
  start_kind: "flop"
layout:
  nFillCells: 820
  fin_util: 0.2427
  final_cell_area_um2: 1876
  combGateArea_um2: 673.1
  flop_area_um2: 870.8
  area_growth_pct: 18.69
  drive_gt1_frac: 0.07362
power_and_ir_drop:
  sequentialPowerShare: 0.554
  sw_frac_of_total: 0.1784
  power.total_mw: 0.5016
  clkPwrFrac: 0.446
  irDropWorstVdd_uv: 489.9
  power.switching_mw: 0.08948
  p_comb_frac: 0
  intPower_mw: 0.4121
  p_per_area_nw_per_um2: 267.5
  p_leak_nw: 0.6659
detailed_routing:
  vias: 1052
  first_pass_iters: 4
  drt_iter0_drc: 38
  viasPerCell: 3.970
  drcViolationCount: 0
  num_antenna_cells: 0
  drtAntennaViolNets: 0
  drt_wl_total_um: 2371
  wl_per_cell_um: 8.947
hold_path:
  whs_endpoint: "counter[0]"
  hp-class: "flop to flop"
  hold_depth: 1
  min_from: "counter[0]"
floorplanning:
  initCoreUtil: 0.2045
  rows: 32
  die-width_um: 109
  chipArea_um2: 11880
  io_pins: 11
  core_um2: 7727
  die_h_um: 109
job:
  max-cap-violations: 0
  tool_warnings: 25
cts:
  cts_root_buf: "clkbuf_8"
  htreeDepth: 1
  clockBufferDepth: 2
  cts_tree: "built"
  cts.clk_slew.worst_paths_ps: 70
  cts_buffers: 3
  insertion_delay_ps: 250
placement:
  hpwl_um: 1737
  finalWeightedCongestion: 0.7779
  numPortBuffers: 10
  dpl_cell_area_um2: 1814
global_routing:
  antenna_found_initial: 0
  gr-total-overflow: 0
  grt_pass1_wl_um: 4243
  grt_pass1_vias: 940
  grt_usage: 0.04127
  grt_start_max_net_pins: 27
status:
  outcome: "finished clean"
-- how the worst max path moves through the flow --
| stage | from | end | cells after the start |
|---|---|---|---|
| global route | counter[0] | counter[12] | 7 |
| CTS | counter[0] | counter[13] | 7 |
| finish | counter[0] | counter[13] | 7 |
-- state kept, by name (all words and copies together) (netlist names) --
| register | cells |
|---|---|
| blink | 10 |
| count | 5 |
| leds | 10 |
| counter | 17 |
| s | 1 |
-- power groups by stage --
stage / logic (mW) / registers [mW] / clock network [mW]
CTS: 0.000000286 / 0.278 / 0.232
global route: 0.000000287 / 0.277 / 0.247
finish: 0.000000287 / 0.278 / 0.224
-- layout make-up --
| class | instances | area share |
|---|---|---|
| Timing Repair Buffer | 13 | 0.06538 |
| Clock buffer | 4 | 0.02935 |
| Tap cell | 102 | 0.06805 |
| Inverter | 7 | 0.01401 |
| Sequential cell | 43 | 0.4643 |
| Multi-Input combinational cell | 96 | 0.3589 |
-- cell usage in the layout (no fill, tap or decap), drive strengths merged --
master / count
dfxtp: 42
nor2: 10
clkdlybuf4s50: 10
mux2i: 8
o2bb2ai: 8
o21ai: 8
a21oi: 8
inv: 7
nand3: 6
o31ai: 5
nor2b: 5
nand4: 5
nand2: 4
or4: 4
clkbuf: 4
nor4: 4
mux2: 4
or3: 3
ha: 3
buf: 3
and3: 2
xnor2: 2
xor2: 2
nor3b: 1
o211ai: 1
a21boi: 1
nand3b: 1
a22o: 1
edfxtp: 1
-- per-stage QoR --
step,hold WS (ps),worst slack (ps),std cells
after floorplan,440.8,334.5,150
after global placement,460.3,338.1,261
after detailed placement,472.9,240.9,261
after CTS,494.5,204.9,265
after global routing,546.2,94.17,265
final,489.3,289.7,265
-- worst max-delay path, delay by kind of cell (launching register included) --
family / cells / cell delay, ps
fa+ha+maj: 2 / 630
mux: 1 / 280
simple gates: 4 / 890
flops: 1 / 390
-- per-layer routing --
layer / track usage / wire length (um) / vias up
met1: 0.06062 / 1270 / 465
met4: 0.001883 / 4 / 0
li1: - / - / 572
met5: 0 / 0 / -
met3: 0.01075 / 145 / 2
met2: 0.06298 / 951 / 13
-- logic make-up (layout without fill, tap and decap cells) --
| kind of cell | Yosys count | in the layout | share of synthesized area |
|---|---|---|---|
| AND-OR/OR-AND | 32 | 32 | 0.1338 |
| XOR/XNOR | 4 | 4 | 0.02217 |
| AND/OR/NAND/NOR | 45 | 45 | 0.1631 |
| buffers and inverters | 11 | 24 | 0.02692 |
| multiplexers | 12 | 12 | 0.07918 |
| flip-flops | 43 | 43 | 0.5511 |
| adder cells (fa/ha/maj) | 3 | 3 | 0.02376 |
-- repair_timing --
action                     4_1_cts  5_1_grt
hold buffers                     0        0
gates resized                    0        1
buffers inserted                 0        0
setup endpoints to repair        0        3
Power is estimated from default activity; no workload was simulated.

[flow/design.v]
module Arithmetic(
	input [3:0] X,
	input [3:0] Y,
	input [1:0] select,
	output [7:0] out,
	output LED
		);
		wire [3:0] addition, substraction;
		wire [7:0] multiplication, divison;
		wire LightADD, LightSUB, LightMUL, LightDIV;
		reg LEDT;
		wire [7:0] Z = {X,Y};
		Adder add(X, Y, addition, LightADD);
		Subtractor subt(X, Y, substraction, LightSUB);
		Mult_2 mult(Z, multiplication, LightMUL);
		Div_2 div(Z, divison, LightDIV);
		always @(select)
		begin
			case(select)
			0:LEDT = LightADD;
			1:LEDT = LightSUB;
			2:LEDT = LightMUL;
			3:LEDT = LightDIV;
			endcase
		end
		assign LED = LEDT;
		Multiplexer display(addition, substraction, multiplication, divison, select, out);	
endmodule 
module FullAdder(x, y, s, ci, co);
	input x, y, ci;
	output s, co;
	assign s=x^y^ci;
	assign co=x&y|x&ci|y&ci;	
endmodule 
module Adder(
	input [3:0] x,
	input [3:0] y,
	output [3:0] s,
	output c
	);
	wire carry[4:0];
	assign carry[0] = 0;
	genvar i;
	generate
		for(i=0; i<4; i = i + 1)
		begin:addbit
			FullAdder fOne(x[i],y[i],s[i], carry[i], carry[i+1]);
		end
	endgenerate 
	assign c = carry[4];
endmodule 
module Subtractor(
	input [3:0] A,
	input [3:0] B,
	output [3:0] out,
	output reg led
	);
	always @(A | B)
	begin
		if (B>A)
		begin
			led=1;
		end
		else
		begin
			led=0;
		end
	end
	wire [3:0] b;
	assign b = ~B + 1;
	assign out= A+ b;
endmodule
module Mult_2(in, out, carry);
	input [7:0] in;
	output [7:0] out;
	output carry;
	wire [8:0] c;
	reg o;
	assign c = in << 1;
	always @(in)
	begin
		if (in[7] == 1)
			begin
				o = 1;
			end
		else
			begin
				o = 0;
			end
	end
	assign out = c;
	assign carry = o;
endmodule
module Div_2(in, out, remain);
	input [7:0] in;
	output [7:0] out;
	output remain;
	wire [8:0] c;
	reg o;
	assign c = in >> 1;
	always @(in)
	begin
		if (in[0] == 1)
			begin
				o = 1;
			end
		else 
			begin 
				o = 0;
			end
	end
	assign out = c;
	assign remain = o;
endmodule 
module Multiplexer(
	input [7:0] a,
	input [7:0] b, 
	input [7:0] c,
	input [7:0] d,
	input [1:0] S,
	output reg [7:0]f
	);
	always@(a or b or c or d or S)
	begin
		case(S)
			2'b00 : f = a;
			2'b01 : f = b;	
			2'b10 : f = c;
			2'b11 : f = d;
		endcase
	end
endmodule
[flow/run.sh]
#!/bin/bash
# OpenROAD 26Q1-2900-gdf79404cd8, Yosys 0.63+post, stock flow scripts
make -C /OpenROAD-flow-scripts/flow DESIGN_CONFIG=/design/flow/config.mk WORK_HOME=/design/flow/orfs finish
[flow/config.mk]
export PLATFORM = sky130hd
export DESIGN_NAME = Arithmetic
export DESIGN_NICKNAME = Arithmetic
export VERILOG_FILES = /design/flow/design.v
export SDC_FILE = /design/flow/constraint.sdc
export NUM_CORES = 4
export LEC_CHECK = 1
export CORE_AREA = 10 10 70 70
export DIE_AREA = 0 0 80 80
[flow/constraint.sdc]
current_design Arithmetic

set clk_period 2.2
set clk_io_pct 0.2

create_clock -name clk0 -period $clk_period

set non_clock_inputs [all_inputs -no_clocks]
set_input_delay [expr $clk_period * $clk_io_pct] -clock clk0 $non_clock_inputs
set_output_delay [expr $clk_period * $clk_io_pct] -clock clk0 [all_outputs]
==> results.sh <==
# physical design summary
export IMPL_track_usage_pct=4.38
export IMPL_drtIter0Drc=18
export IMPL_gr_total_overflow=0
export IMPL_p_leak_nw=0.420
export IMPL_place_inst=130
export IMPL_slew_viol_final=0
export IMPL_peakVddDrop_v=0.0000510
export IMPL_wl_per_cell_um=10.8
export IMPL_cpMaxStageDelayCell="fa_2"
export IMPL_critPathLaunch="Y[0]"
export IMPL_post_place_ws_ps=-1280
export IMPL_warnings=39
export IMPL_core_area_um2=3420
export IMPL_status="finished with violations"
export IMPL_crit_type="in -> out"
export IMPL_violations="negative setup slack"
export IMPL_ys_area_um2=463
export IMPL_fillers=363
export IMPL_period_needed_ps=2690
export IMPL_synth_cell_area_um2=463
export IMPL_required_ps=1760
export IMPL_dieArea_um2=6400
export IMPL_grt_pass1_wl_mm=2.35
export IMPL_numSequentialCells=0
export IMPL_vias=509
export IMPL_fp_util_pct=13.6
export IMPL_grt_max_degree=10
export IMPL_critPathArrivalTime_ps=2250
export IMPL_portBuffers=19
export IMPL_synth_cell_type_count=23
export IMPL_antenna_left=0
export IMPL_period_used_pct=122
export IMPL_grt_pass1_vias=488
export IMPL_startpoint_type="primary input"
export IMPL_logic_area_um2=475
export IMPL_hp_class="in -> out"
export IMPL_fin_area_um2=917
export IMPL_dieWidth_um=80
export IMPL_drt_pass1_iter_count=2
export IMPL_max_slew_margin_rel_pct=86.4
export IMPL_path_common_cell="fa_2"
export IMPL_power_density_nw_per_um2=196
export IMPL_clock_buffers=0
export IMPL_dpl_hpwl_mm=1.20
export IMPL_vias_per_cell=3.83
export IMPL_antenna_found_initial=0
export IMPL_worstMarginPinSlew_ps=203
export IMPL_crit_path_cell_trace="buf_6 > ha_4 > fa_2 > fa_2 > inv_2 > fa_1 > inv_1 > mux4_2 > buf_2"
export IMPL_rsz0062_at_grt="true"
export IMPL_place_gp_congestion=0.854
export IMPL_synth_avg_cell_area_um2=8.90
export IMPL_fmax_mhz=372
export IMPL_critPathMaxFanout=2
export IMPL_die_h_um=80
export IMPL_wirelength_mm=1.44
export IMPL_final_layout_size_suffix_gt1_share_pct=44.8
export IMPL_ys_cells=52
export IMPL_cpPeakStageDelay_ps=400
export IMPL_place_area_um2=832
export IMPL_diodes=0
export IMPL_synthCells=52
export IMPL_finalHoldViolCount=0
export IMPL_final_core_util_pct=26.8
export IMPL_ios=19
export IMPL_setup_tns_ps=-1350
export IMPL_layoutNonFillerInstCount=133
export IMPL_setup_viol=4
export IMPL_fin_ws_ps=-489
export IMPL_endpoint="out[3]"
export IMPL_yosysWarnings=8
export IMPL_seq_area_um2=0
export IMPL_drc=0
export IMPL_critPathCaptureType="output pin"
export IMPL_seq_area_frac_synth_pct=0
export IMPL_rows=21
export IMPL_drv_cap=0
export IMPL_area_growth_pct=98.1
[cell usage in the layout, fill, tap and decap left out, drive strengths merged, types with 2 or more instances in the layout]
master         synthesis  layout
ha                     8       8
clkdlybuf4s50          0       5
mux2i                  3       3
nor2b                  4       4
o21ai                  2       2
inv                   11      11
a21oi                  4       4
fa                     4       4
buf                    1      22
mux4                   3       3
dlygate4sd2            0       8
[power breakdown]
part           switching (mW)  leakage [nW]  internal, mW  total (mW)
combinational          0.0697         0.420         0.110       0.180
sequential                  0             0             0           0
clock                       0             0             0           0
[area by class of cell]
class / instances / share of cell area [%]
Multi-Input combinational cell: 39 / 51.8
Inverter: 11 / 4.50
Timing Repair Buffer: 37 / 37.4
Tap cell: 46 / 6.28
[worst max-delay path, delay by kind of cell]
family                     cells  cell delay (ps)
muxes                          1              220
adders and majority gates      4             1290
buffers and inverters          4              310
[what timing repair did]
action / in CTS / in global routing
setup buffers: 0 / 3
setup endpoints to repair: 9 / 9
hold buffers: 0 / 0
gates cloned: 0 / 0
pin swaps: 5 / 0
gates resized: 35 / 7
[per-stage QoR]
stage	hold WS, ps	total power [mW]
after floorplan	962	0.0736
after global placement	1900	0.173
after detailed placement	1930	0.174
after CTS	1380	0.169
after global routing	1430	0.204
final	1380	0.180
[kinds of logic after synthesis]
group                    after synthesis  share of synthesized area [%]
buffers and inverters                 13                           10.8
adder cells (fa/ha/maj)               12                           38.9
AND/OR/NAND/NOR                       10                           12.7
AND-OR/OR-AND                          9                           12.7
multiplexers                           6                           21.1
XOR/XNOR                               2                           3.78
[routing by layer]
| layer | global-route usage (%) | vias up | wire length (um) | share of wire (%) |
|---|---|---|---|---|
| met3 | 1.48 | 0 | 132 | 9.2 |
| met2 | 7.06 | 17 | 660 | 46 |
| li1 | - | 250 | - | - |
| met1 | 5.87 | 242 | 644 | 45 |
| met5 | 0 | - | 0 | 0 |
| met4 | 0 | 0 | 0 | 0 |
[cell usage after synthesis]
cell | instances | share of area (%)
inv_1 | 11 | 8.9
ha_1 | 8 | 22
fa_1 | 4 | 17
nor2b_1 | 4 | 5.4
a21oi_1 | 3 | 3.2
mux2i_1 | 3 | 6.5
mux4_2 | 3 | 15
a21oi_2 | 1 | 1.9
a2bb2oi_1 | 1 | 1.9
a31o_2 | 1 | 1.9
buf_2 | 1 | 1.1
clkbuf_1 | 1 | 0.81
nand2_1 | 1 | 0.81
nand3_1 | 1 | 1.1
nand3b_1 | 1 | 1.6
nand4_1 | 1 | 1.4
nor2_1 | 1 | 0.81
nor3b_1 | 1 | 1.6
o211ai_1 | 1 | 1.6
o21ai_0 | 1 | 1.1
o21ai_1 | 1 | 1.1
xnor2_1 | 1 | 1.9
xor2_1 | 1 | 1.9
[how the worst min path moves through the flow]
stage / depth (start not counted) / end / startpoint / slack [ps]
4_1_cts: 4 / out[3] / X[0] / 1380
5_1_grt: 4 / out[3] / X[0] / 1430
6_report: 4 / out[3] / X[0] / 1380
Power figures rest on the tool's default switching activity, not on a simulated workload.

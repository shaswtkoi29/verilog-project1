`flow/design.v`:
```
module Logical(
	input [3:0] X,
	input [3:0] Y,
	input [1:0] select,
	output [7:0] out
	);
	wire [7:0] Andout, Orout, Xorout, Notout;
	andmod one(X,Y, Andout);
	ormod two(X,Y, Orout);
	xormod three(X,Y, Xorout);
	notmod four({X,Y}, Notout);
	Multiplexer display(Andout, Orout, Xorout, Notout, select, out);
endmodule 
 module andmod(
	input [3:0] X,
	input [3:0] Y,
	output [3:0] out
	);
	assign out = X & Y;
endmodule 
 module ormod(
	input [3:0] X,
	input [3:0] Y,
	output [3:0] out
	);
	assign out = X | Y;
endmodule 
 module xormod(
	input [3:0] X,
	input [3:0] Y,
	output [3:0] out
	);
	assign out = X ^ Y;
endmodule 
 module notmod(
	input [7:0] Z,
	output [7:0] out
	);
	assign out = ~Z;
endmodule
module Multiplexer(
	input [7:0] a,
	input [7:0] b, 
	input [7:0] c,
	input [7:0] d,
	input [1:0] S,
	output reg [7:0]f
	);
	always@(a or b or c or d or S)
	begin
		case(S)
			2'b00 : f = a;
			2'b01 : f = b;	
			2'b10 : f = c;
			2'b11 : f = d;
		endcase
	end
endmodule
```
`flow/run.sh`:
```
#!/bin/bash
# OpenROAD 26Q1-2900-gdf79404cd8, Yosys 0.63+post, stock flow scripts
make -C /OpenROAD-flow-scripts/flow DESIGN_CONFIG=/design/flow/config.mk WORK_HOME=/design/flow/orfs finish
```
`flow/config.mk`:
```
export PLATFORM = sky130hd
export DESIGN_NAME = Logical
export DESIGN_NICKNAME = Logical
export VERILOG_FILES = /design/flow/design.v
export SDC_FILE = /design/flow/constraint.sdc
export NUM_CORES = 4
export LEC_CHECK = 1
export CORE_AREA = 10 10 70 70
export DIE_AREA = 0 0 80 80
```
`flow/constraint.sdc`:
```
current_design Logical

set clk_period 1.2
set clk_io_pct 0.2

create_clock -name clk0 -period $clk_period

set non_clock_inputs [all_inputs -no_clocks]
set_input_delay [expr $clk_period * $clk_io_pct] -clock clk0 $non_clock_inputs
set_output_delay [expr $clk_period * $clk_io_pct] -clock clk0 [all_outputs]
```
==> flow_summary.ini <==
; implementation run metrics
[worst_setup_path]
path_cells = buf_8, buf_6, ha_4, mux4_2, buf_2
end_kind = primary output
crit_slowest_cell = mux4_2
critical_path_class = primary input to primary output
cp_max_fo = 2
critical_path.max_stage_delay_ps = 450
cp.arrival_ps = 1160
worstPathRequired_ps = 960
cp-start-kind = primary input

[routing]
drt_pass1_iterations = 2
routed_wl_um = 985
drt_iter0_drc = 3
insertedDiodeCount = 0
via_per_inst = 2.905
drc = 0
ant_nets = 0
vias = 305
wire_per_inst_um = 9.381

[final_layout]
nFillCells = 365
seq_area_um2 = 0
instances_no_fill = 105
final_cell_mix = 9 x buf_4, 8 x buf_6, 7 x inv_4
logic_area_um2 = 296.5
nClkBuffers = 0
synthToLayoutAreaGrowth_pct = 162.3
drive_gt1_frac = 0.8136
final_common_cell = buf_4
utilization = 0.2066
flops = 0
fin_area_um2 = 705.7

[timing]
setup_viol_count_final = 4
rsz0062_at_grt = true
slew_violations = 0
holdWs_ps = 822.1
tightest_slew_ps = 94.65
slew_headroom = 0.9369
setup_tns_ps = -751.5
post-route-min-period_ps = 1400
finalHoldViolations = 0
fmax_mhz = 714.5
fin_ws_ps = -199.6
fin_crit_sh = 1.166

[status]
outcome = complete, but fails checks
violations = setup timing

[pwr]
ir_drop_mv = 0.03475
power.density_nw_per_um2 = 281.1
finalPower_uw = 198.3
power_leakage_nw = 0.3208

[worst_hold_path]
worstHoldStart = X[2]
hold_depth = 3
holdPathEnd = out[6]
hp-class = primary input to primary output

[global_routing]
grt_overflow = 0
grt_max_degree = 6
grt_pass1_vias = 312
grt_usage = 0.02809
grt_pass1_wl_mm = 1.524
antenna_found_initial = 0

[place]
gp_congestion = 0.7396
dp_hpwl_um = 744.2
io_buffers = 18
placedInstanceArea_um2 = 548.0
placed_cells = 99
place_ws_ps = -1057

[yosys]
seq_area_frac_synth = 0
synth_top_cell_by_area = mux4_1
synth_cell_type_count = 5
synth_cells = 29
syn_area_um2 = 269.0
ys_area_um2 = 269.0
synth.top_cell.area_share = 0.3907
area_leaders = mux4_1 39%, ha_1 37%, inv_1 17%
yosys-stat-cells = 29
yosys_warnings = 4
avgSynthCellArea_um2 = 9.276

[die]
coreArea_um2 = 3416
row_count = 21
io_pins = 18
die_h_um = 80
fp_util = 0.07875
die_x_um = 80
die_area_um2 = 6400

[run]
openroad.warnings = 39
maxCapViolCount = 0
## where the power goes
group          switching [mW]  internal (mW)  total [mW]  leakage [nW]
sequential                  0              0           0             0
clock                       0              0           0             0
combinational          0.0700          0.128       0.198         0.321
## cells in the mapped netlist (all sizes together)
master,instances
nand2,1
mux4,4
ha,8
nor2,4
inv,12
## repair_timing
action                     CTS  global route
gates cloned                 0             0
resized                     94            17
setup endpoints to repair    8             5
setup buffers                4             2
pin swaps                    7             4
hold buffers                 0             0
## worst max-delay path by stage
stage	startpoint	to	slack [ps]	cells past startpoint
global route	X[3]	out[3]	-220	5
finish	X[3]	out[3]	-200	5
CTS	Y[2]	out[2]	-230	5
## per-layer routing
metal  up-vias  routed length (µm)  GRT usage
li1        153                   -          -
met1       139                 423    0.03414
met2        13                 497    0.05056
met3         0                  65   0.007955
met4         0                   0          0
met5         -                   0          0
## worst max-delay path: cells and delay by family
| family | cells | cell delay (ps) |
|---|---|---|
| buf+inv | 3 | 340 |
| fa+ha+maj | 1 | 140 |
| mux | 1 | 450 |
## cell families after synthesis
family | count (synthesis) | synth area share
buffers and inverters | 12 | 0.1674
AND/OR/NAND/NOR | 5 | 0.06974
multiplexers | 4 | 0.3907
adder cells (fa/ha/maj) | 8 | 0.3721
## cell type report
cell class / instances / share of cell area
multi-input cells: 17 / 0.4202
repair buffers: 30 / 0.4025
inverters: 12 / 0.09574
well taps: 46 / 0.08156
No activity file was given, so power comes from the tool's default toggle rates.
